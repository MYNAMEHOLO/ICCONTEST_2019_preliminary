[config.mk]
export PLATFORM = sky130hd
export DESIGN_NAME = CONV
export DESIGN_NICKNAME = CONV
export VERILOG_FILES = /design/flow/design.v
export SDC_FILE = /design/flow/constraint.sdc
export NUM_CORES = 4
export LEC_CHECK = 1
export CORE_UTILIZATION = 30
[constraint.sdc]
current_design CONV

set clk_period 37.4
set clk_io_pct 0.2

create_clock -name clk0 -period $clk_period [get_ports {clk}]

set non_clock_inputs [all_inputs -no_clocks]
set_input_delay [expr $clk_period * $clk_io_pct] -clock clk0 $non_clock_inputs
set_output_delay [expr $clk_period * $clk_io_pct] -clock clk0 [all_outputs]
[design.v]
`timescale 1ns/10ps
module  CONV(clk,reset,busy,ready,iaddr,idata,cwr,caddr_wr,cdata_wr,crd,caddr_rd,cdata_rd,csel);
input clk;
input reset;  
input ready;
input signed [19:0] idata;
input [19:0] cdata_rd;
output reg busy;
output reg [11:0] iaddr;
output reg crd;
output reg [11:0] caddr_rd;
output reg cwr;
output reg signed  [19:0] cdata_wr;
output reg [11:0] caddr_wr;
output reg [2:0] csel;
parameter IDLE = 0,
		  GET_p4 = 1,
		  GET_p0 = 2,
		  GET_p1 = 3,
		  GET_p2 = 4,
		  GET_p3 = 5,
		  GET_p5 = 6,
		  GET_p6 = 7,
		  GET_p7 = 8,
		  GET_p8 = 9,
		  CONV0 = 10,
		  BIAS0 = 11,
		  ROUNDING0 = 12,
		  RELU0 = 13,
		  WRITING0 = 14,
		  CONV1 = 15,
		  BIAS1 = 16,
		  ROUNDING1 = 17,
		  RELU1 = 18,
		  WRITING1 = 19,
		  CHECKPOINT = 20,
		  MEM0_P0 = 21,
		  MEM0_P1 = 22,
		  MEM0_P2 = 23,
		  MEM0_P3 = 24,
		  MEM0_WR = 25,
		  MEM1_P0 = 26,
		  MEM1_P1 = 27,
		  MEM1_P2 = 28,
		  MEM1_P3 = 29,
		  MEM1_WR = 30,
		  CHECKPOINT2 = 31,
		  WAIT = 32,
		  GET_L1K0 = 33,
		  L2_WRITE1 = 34,
		  GET_L1K1 = 35,
		  WAITING = 36,
		  CHECKPOINT3 = 37;  
parameter signed BIAS_0 = 20'h01310;
parameter signed BIAS_1 = 20'hF7295;
wire signed [39:0] bias0;
wire signed [39:0] bias1;
assign bias0 = { 4'h0 , BIAS_0 , 16'h0000};
assign bias1 = { 4'hF , BIAS_1 , 16'h0000};
parameter signed kernel0_0 = 20'h0A89E;
parameter signed kernel0_1 = 20'h092D5;
parameter signed kernel0_2 = 20'h06D43;
parameter signed kernel0_3 = 20'h01004;
parameter signed kernel0_4 = 20'hF8F71;
parameter signed kernel0_5 = 20'hF6E54;
parameter signed kernel0_6 = 20'hFA6D7;
parameter signed kernel0_7 = 20'hFC834;
parameter signed kernel0_8 = 20'hFAC19;
parameter signed kernel1_0 = 20'hFDB55;
parameter signed kernel1_1 = 20'h02992;
parameter signed kernel1_2 = 20'hFC994;
parameter signed kernel1_3 = 20'h050FD;
parameter signed kernel1_4 = 20'h02F20;
parameter signed kernel1_5 = 20'h0202D;
parameter signed kernel1_6 = 20'h03BD7;
parameter signed kernel1_7 = 20'hFD369;
parameter signed kernel1_8 = 20'h05E68;
reg [5:0] cnt_64;
reg [11:0] center;
wire signed [19:0] ker0_0 ;
wire signed [19:0] ker0_1 ;
wire signed [19:0] ker0_2 ;
wire signed [19:0] ker0_3 ;
wire signed [19:0] ker0_4 ;
wire signed [19:0] ker0_5 ;
wire signed [19:0] ker0_6 ;
wire signed [19:0] ker0_7 ;
wire signed [19:0] ker0_8 ;
assign ker0_0 = ((center <= 12'd63) || (cnt_64 == 6'd0)) ? 20'd0: kernel0_0;
assign ker0_1 = (center <= 12'd63)? 20'd0: kernel0_1;
assign ker0_2 = ((center <= 12'd63) || (cnt_64 == 6'd63))? 20'd0: kernel0_2;
assign ker0_3 = (cnt_64 == 6'd0)? 20'd0: kernel0_3;
assign ker0_4 = kernel0_4;
assign ker0_5 = (cnt_64 == 6'd63)? 20'd0: kernel0_5;
assign ker0_6 = ( (cnt_64 == 6'd0) || ((center >= 12'd4032) && (center <= 12'd4095)) )? 20'd0: kernel0_6;
assign ker0_7 = ((center >= 12'd4032) && (center <= 12'd4095))? 20'd0: kernel0_7;
assign ker0_8 = (((center >= 12'd4032) && (center <= 12'd4095)) ||
		 		(cnt_64 == 6'd63) )? 20'd0: kernel0_8;
wire signed [19:0] ker1_0;
wire signed [19:0] ker1_1;
wire signed [19:0] ker1_2;
wire signed [19:0] ker1_3;
wire signed [19:0] ker1_4;
wire signed [19:0] ker1_5;
wire signed [19:0] ker1_6;
wire signed [19:0] ker1_7;
wire signed [19:0] ker1_8;
assign ker1_0 = ((center <= 12'd63) || (cnt_64 == 6'd0)) ? 20'd0: kernel1_0;
assign ker1_1 = (center <= 12'd63)? 20'd0: kernel1_1;
assign ker1_2 = ((center <= 12'd63) || (cnt_64 == 6'd63))? 20'd0: kernel1_2;
assign ker1_3 = (cnt_64 == 6'd0)? 20'd0: kernel1_3;
assign ker1_4 = kernel1_4;
assign ker1_5 = (cnt_64 == 6'd63)? 20'd0: kernel1_5;
assign ker1_6 = ( (cnt_64 == 6'd0) || ((center >= 12'd4032) && (center <= 12'd4095)) )? 20'd0: kernel1_6;
assign ker1_7 = ((center >= 12'd4032) && (center <= 12'd4095))? 20'd0: kernel1_7;
assign ker1_8 = (((center >= 12'd4032) && (center <= 12'd4095)) ||
		 		(cnt_64 == 6'd63) )? 20'd0: kernel1_8;
reg signed [19:0] pixel [8:0];
reg [37:0] cs,ns;
always@(posedge clk or posedge reset)begin
	if(reset)begin
		cs <= 'd0;
		cs[IDLE] <= 1'd1;
	end
	else cs <= ns;
end
always@(*)begin
	ns = 'd0;
	case(1'd1)
		cs[IDLE]:begin
			if(reset) ns[IDLE] = 1'd1;
			else if(ready) ns[GET_p4] = 1'd1;
			else ns[IDLE] = 1'd1;
		end
		cs[GET_p4]: ns[GET_p0] = 1'd1;
		cs[GET_p0]: ns[GET_p1] = 1'd1;
		cs[GET_p1]: ns[GET_p2] = 1'd1;
		cs[GET_p2]: ns[GET_p3] = 1'd1;
		cs[GET_p3]: ns[GET_p5] = 1'd1;
		cs[GET_p5]: ns[GET_p6] = 1'd1;
		cs[GET_p6]: ns[GET_p7] = 1'd1;
		cs[GET_p7]: ns[GET_p8] = 1'd1;
		cs[GET_p8]: ns[CONV0] = 1'd1;
		cs[CONV0]: ns[BIAS0] = 1'd1;
		cs[BIAS0]: ns[ROUNDING0] = 1'd1;
		cs[ROUNDING0]: ns[RELU0] = 1'd1;
		cs[RELU0]: ns[WRITING0] = 1'd1;
		cs[WRITING0]: ns[CONV1] = 1'd1;
		cs[CONV1]: ns[BIAS1] = 1'd1;
		cs[BIAS1]: ns[ROUNDING1] = 1'd1;
		cs[ROUNDING1]: ns[RELU1] = 1'd1;
		cs[RELU1]: ns[WRITING1] = 1'd1;
		cs[WRITING1]:begin
			if(center == 12'd4095 ) ns[CHECKPOINT] = 1'd1;
			else ns[GET_p4] = 1'd1;
		end
		cs[CHECKPOINT]: ns[MEM0_P0] = 1'd1;
		cs[MEM0_P0]: ns[MEM0_P1] = 1'd1;
		cs[MEM0_P1]: ns[MEM0_P2] = 1'd1;
		cs[MEM0_P2]: ns[MEM0_P3] = 1'd1;
		cs[MEM0_P3]: ns[MEM0_WR] = 1'd1;
		cs[MEM0_WR]: ns[WAIT] = 1'd1;
		cs[WAIT]:	ns[MEM1_P0] = 1'd1;
		cs[MEM1_P0]: ns[MEM1_P1] = 1'd1;
		cs[MEM1_P1]: ns[MEM1_P2] = 1'd1;
		cs[MEM1_P2]: ns[MEM1_P3] = 1'd1;
		cs[MEM1_P3]: ns[MEM1_WR] = 1'd1;
		cs[MEM1_WR]:begin
			if(center == 12'd4030) ns[CHECKPOINT2] = 1'd1;
			else ns[MEM0_P0] = 1'd1;
		end
		cs[CHECKPOINT2]: ns[GET_L1K0] = 1'd1;
		cs[GET_L1K0]: ns[L2_WRITE1] = 1'd1;
		cs[L2_WRITE1]: ns[GET_L1K1] = 1'd1;
		cs[GET_L1K1]: ns[WAITING] = 1'd1;
		cs[WAITING]: begin
			if(center == 12'd2048) ns[CHECKPOINT3] = 1'd1;
			else ns[GET_L1K0] = 1'd1;
		end
		cs[CHECKPOINT3]: ns[CHECKPOINT3] = 1'd1;
		default:ns[IDLE] = 1'd1; 
	endcase
end
reg signed [39:0] conv_40bit;
reg signed [39:0] conv [8:0];
integer i;
always@(posedge clk or posedge reset)begin
	if(reset)begin
		busy <= 'd0;
		iaddr <= 'd0;
		crd <= 'd0;
		caddr_rd <= 'd0;
		cwr <= 'd0;
		cdata_wr <= 'd0;
		caddr_wr <= 'd0;
		csel <= 'd0;
		center <= 'd0;
		cnt_64 <= 'd0;
		conv_40bit <= 'd0;
		for(i=0; i<9; i=i+1 )begin
			pixel[i] <= 'd0;
			conv[i] <= 'd0;
		end
	end
	else begin
		case(1'd1)
			cs[IDLE]: begin
				iaddr <= 'd0;
				crd <= 'd0;
				caddr_rd <= 'd0;
				cwr <= 'd0;
				cdata_wr <= 'd0;
				caddr_wr <= 'd0;
				csel <= 'd0;
				center <= 'd0;
				cnt_64 <= 'd0;
				conv_40bit <= 'd0;
				for(i=0; i<9; i=i+1 )begin
					pixel[i] <= 'd0;
					conv[i] <= 'd0;
				end
				if(reset) busy <= 1'd0;
				else busy <= 1'd1;
			end
			cs[GET_p4]:begin
				pixel[4] <= idata;
				iaddr <= center - 12'd65;
			end 
			cs[GET_p0]:begin
				pixel[0] <= idata;
				iaddr <= center - 12'd64;
			end
			cs[GET_p1]:begin
				pixel[1] <= idata;
				iaddr <= center - 12'd63;
			end
			cs[GET_p2]:begin
				pixel[2] <= idata;
				iaddr <= center - 12'd1;
			end
			cs[GET_p3]:begin
				pixel[3] <= idata;
				iaddr <= center + 12'd1;
			end
			cs[GET_p5]:begin
				pixel[5] <= idata;
				iaddr <= center + 12'd63;
			end
			cs[GET_p6]:begin
				pixel[6] <= idata;
				iaddr <= center + 12'd64;
			end
			cs[GET_p7]:begin
				pixel[7] <= idata;
				iaddr <= center + 12'd65;
			end
			cs[GET_p8]:begin
				pixel[8] <= idata;
			end
			cs[CONV0]:begin
				conv[0] <= pixel[0] * ker0_0;
				conv[1] <= pixel[1] * ker0_1;
				conv[2] <= pixel[2] * ker0_2;
				conv[3] <= pixel[3] * ker0_3;
				conv[4] <= pixel[4] * ker0_4;
				conv[5] <= pixel[5] * ker0_5;
				conv[6] <= pixel[6] * ker0_6;
				conv[7] <= pixel[7] * ker0_7;
				conv[8] <= pixel[8] * ker0_8;
			end
			cs[BIAS0]:begin
				conv_40bit <= conv[0] + conv[1] + conv[2] + conv[3] + conv[4] + 
							   conv[5] + conv[6] + conv[7] + conv[8] + bias0;
			end
			cs[ROUNDING0]:begin
				if(!conv_40bit[39]) cdata_wr <= { conv_40bit[39], conv_40bit[34:32] ,
												 conv_40bit[31:16]} + conv_40bit[15];
				else cdata_wr <= { conv_40bit[39], conv_40bit[34:32] ,conv_40bit[31:16]} - conv_40bit[15];
			end
			cs[RELU0]:begin
				cdata_wr <= (cdata_wr[19])? 20'd0: cdata_wr;
				cwr <= 1'd1;
				csel <= 3'b001;
			end
			cs[WRITING0]:begin
				cwr <= 1'd0;
			end
			cs[CONV1]:begin
				conv[0] <= pixel[0] * ker1_0;
				conv[1] <= pixel[1] * ker1_1;
				conv[2] <= pixel[2] * ker1_2;
				conv[3] <= pixel[3] * ker1_3;
				conv[4] <= pixel[4] * ker1_4;
				conv[5] <= pixel[5] * ker1_5;
				conv[6] <= pixel[6] * ker1_6;
				conv[7] <= pixel[7] * ker1_7;
				conv[8] <= pixel[8] * ker1_8;
			end
			cs[BIAS1]:begin
				conv_40bit <= conv[0] + conv[1] + conv[2] + conv[3] + conv[4] + 
							   conv[5] + conv[6] + conv[7] + conv[8] + bias1;
			end
			cs[ROUNDING1]:begin
				if(!conv_40bit[39]) cdata_wr <= { conv_40bit[39], conv_40bit[34:32] ,
												 conv_40bit[31:16]} + conv_40bit[15];
				else cdata_wr <= { conv_40bit[39], conv_40bit[34:32] ,conv_40bit[31:16]} - conv_40bit[15];
			end
			cs[RELU1]:begin
				cdata_wr <= (cdata_wr[19])? 20'd0: cdata_wr;
				cwr <= 1'd1;
				csel <= 3'b010;
			end
			cs[WRITING1]:begin
				iaddr <= center + 1'd1;
				center <= center + 1'd1;
				cnt_64 <= cnt_64 + 1'd1;
				cwr <= 1'd0;
				caddr_wr <= caddr_wr + 1'd1;
			end
			cs[CHECKPOINT]:begin
				center <= 'd0;
				caddr_rd <= 'd0;
				cnt_64 <= 'd0;
				crd <= 1'd1;
				csel <= 3'b001;
				pixel[0] <= 'd0;
				pixel[1] <= 'd0;
			end
			cs[MEM0_P0]:begin
				pixel[0] <= cdata_rd;
				caddr_rd <= center + 1'd1;
			end
			cs[MEM0_P1]:begin
				pixel[0] <= (pixel[0] <= cdata_rd)? cdata_rd: pixel[0];
				caddr_rd <= center + 12'd64;
			end
			cs[MEM0_P2]:begin
				pixel[0] <= (pixel[0] <= cdata_rd)? cdata_rd: pixel[0];
				caddr_rd <= center + 12'd65;
			end
			cs[MEM0_P3]:begin
				caddr_wr <= pixel[1][11:0];
				cdata_wr <= (pixel[0] <= cdata_rd)? cdata_rd: pixel[0];
				csel <= 3'b011;
				crd <= 1'd0;
				cwr <= 1'd1;
			end
			cs[MEM0_WR]:begin
				cwr <= 1'd0;
				csel <= 3'b010;
				caddr_rd <= center;
			end
			cs[WAIT]:begin
				crd <= 1'd1;
				pixel[0] <= 'd0;
			end
			cs[MEM1_P0]:begin
				pixel[0] <= cdata_rd;
				caddr_rd <= center + 1'd1;
			end
			cs[MEM1_P1]:begin
				pixel[0] <= (pixel[0] <= cdata_rd)? cdata_rd: pixel[0];
				caddr_rd <= center + 12'd64;
			end
			cs[MEM1_P2]:begin
				pixel[0] <= (pixel[0] <= cdata_rd)? cdata_rd: pixel[0];
				caddr_rd <= center + 12'd65;
			end
			cs[MEM1_P3]:begin
				caddr_wr <= pixel[1][11:0];
				cdata_wr <= (pixel[0] <= cdata_rd)? cdata_rd: pixel[0];
				csel <= 3'b100;
				crd <= 1'd0;
				cwr <= 1'd1;
			end
			cs[MEM1_WR]:begin
				cwr <= 1'd0;
				crd <= 1'd1;
				csel <= 3'b001;
				caddr_rd <= (cnt_64 == 6'd31)? (center + 12'd66) : (center + 12'd2); 
				pixel[1] <= pixel[1] + 1'd1;
				cnt_64 <= (cnt_64 == 6'd31)? 6'd0 : cnt_64 + 1'd1;
				center <= (cnt_64 == 6'd31)? (center + 12'd66) : (center + 12'd2); 
			end
			cs[CHECKPOINT2]:begin
				center <= 'd0;
				caddr_rd <= 'd0;
				crd <= 1'd1;
				cwr <= 1'd0;
				csel <= 3'b011;
				pixel[0] <= 'd0;
				pixel[1] <= 'd0;
			end
			cs[GET_L1K0]:begin
				cdata_wr <= cdata_rd;
				csel <= 3'b101;
				cwr <= 1'd1;
				crd <= 1'd0;
				caddr_wr <= center;
				center <= center + 1'd1;
			end
			cs[L2_WRITE1]:begin
				crd <= 1'd1;
				cwr <= 1'd0;
				csel <= 3'b100;
			end
			cs[GET_L1K1]:begin
				cdata_wr <= cdata_rd;
				csel <= 3'b101;
				cwr <= 1'd1;
				crd <= 1'd0;
				caddr_wr <= center;
				center <= center + 1'd1;
			end
			cs[WAITING]:begin
				crd <= 1'd1;
				cwr <= 1'd0;
				csel <= 3'b011;
				caddr_rd <= caddr_rd + 1'd1;
			end
			cs[CHECKPOINT3]:begin
				busy <= 1'd0;
			end
			default:begin
				busy <= 1'd0;
			end
		endcase
	end
end
endmodule
[run.sh]
#!/bin/bash
# OpenROAD 26Q1-2900-gdf79404cd8, Yosys 0.63+post, stock flow scripts
make -C /OpenROAD-flow-scripts/flow DESIGN_CONFIG=/design/flow/config.mk WORK_HOME=/design/flow/orfs finish
==> impl_metrics.yaml <==
# physical design summary
grt:
  antenna_found_initial: 29
  grt_max_degree: 108
  grt_pass1_vias: 119000
  overflow: 0
  gr-usage-all-layers_pct: 21.5
  grt_pass1_wl_um: 787000
detailed_routing:
  first_pass_iters: 8
  viasPerCell: 4.83
  wl_per_cell_um: 22.4
  ant_nets: 0
  vias: 114000
  route.detailed.drc: 0
  drtIter0Drc: 6575
  wirelength_um: 527000
placed_design:
  gp_congestion: 1.02
  place_hpwl_um: 446000
  portBuffers: 104
worst_setup_path:
  crit_start: "center[7]$_DFFE_PP0P_"
  crit_buf_inv: 7
  end_kind: "flip-flop"
  worstSetupStartpointType: "flip-flop"
  crit_type: "reg2reg"
  max_stage_delay_ns: 0.70
  path_common_cell: "fa_1"
  crit_path_top_delay_cell: "dfrtp_1"
  critPathMaxFanout: 45
  critPathArrivalTime_ns: 11.60
  required_ns: 38.09
  timing.rr.start: "center[7]$_DFFE_PP0P_"
  critPathTopFamily: "adder cells"
clock_tree:
  htreeDepth: 3
  clockRootBuffer: "clkbuf_16"
  clockBufferDepth: 4
  clk_latency_ns: 0.83
  cts_sinks: 668
  cts.hold.buffers_added: 0
  cts_buffers: 89
  cts_tree: "done"
  cts_resized: 0
  post_cts_buffers: 0
  path_clk_slew_ns: 0.06
yosys:
  ys_seq_share_pct: 10.8
  syn_inst: 16600
  ys_cells: 16600
  syn_avg_cell_area_um2: 9.31
  syn_area_um2: 155000
  edf_count: 0
  ys_types: 105
  yosysChipArea_um2: 155000
  yosys_warnings: 3
  synth_flops: 668
  async_reset_ff_share_pct: 100
  ff_type: "dfrtp_1"
timing:
  setup_viol: 0
  drv_slew: 0
  tightest_slew_ns: 0.935
  timing.final.hold_violations: 0
  slew_headroom_pct: 37.0
  rsz0062_at_grt: "false"
  post-route-min-period_ns: 10.92
  timing.final.crit_share_pct: 29.2
  fin_tns_setup_ns: 0
  timing.fmax_ghz: 0.0916
  finalClockSkew_ns: 0.0572
  holdWs_ns: 0.435
run:
  drv_cap: 0
  tool_warnings: 155
floorplanning:
  rows: 263
  dieWidth_um: 720
  core_um2: 513000
  die_h_um: 720
  fp-utilization_pct: 30.1
  ioPinCount: 105
  chipArea_um2: 518000
hold_path:
  hold_start: "cs[37]$_DFFE_PP0P_"
  min_path_type: "reg2reg"
finish:
  drive_above_1_share_pct: 3.17
  area_delta_synth_final_pct: 8.56
status:
  status: "finished, final reports clean"
[kinds of logic (layout without fill, tap and decap cells)]
group                      count (synthesis)  in the layout  share of synthesized area, %
adders and majority gates               5159           5159                          54.4
other                                      1             46                       0.00243
DFF                                      668            668                          10.8
buffers and inverters                   4534           4657                          11.0
muxes                                    100            100                         0.661
AOI/OAI and AO/OA                       2760           2760                          11.3
xor gates and xnor gates                 685            685                          3.89
and+or+nand+nor                         2688           2688                          7.95
[synthesized netlist by cell type (18+ instances only)]
cell type     n  area share [%]
a211oi_1    129            0.63
o22ai_1      36            0.15
a21o_1      243             1.2
nor2b_1      85            0.34
nand3_1     132            0.43
o31ai_1      53            0.26
a22o_1       79            0.45
and3_1      110            0.45
nand2_1     975             2.4
a32oi_1      35            0.20
a21boi_0     19           0.092
nor4_1       33            0.13
mux2i_1      83            0.54
xnor2_1     443             2.5
a31oi_1      84            0.34
a221o_1      19            0.12
or2_2        23           0.093
o21a_1       65            0.32
o21ai_1      24           0.078
or3_1        78            0.32
o21bai_1     73            0.35
nand4_1      55            0.22
and2_1       67            0.27
a221oi_1     30            0.17
nor2_1      744             1.8
nand2b_1    141            0.57
nor3_1      173            0.56
inv_1      4145              10
a32o_1       25            0.16
a211o_1      22            0.12
o221ai_1     18            0.10
a21oi_1     767             2.5
a22oi_1      59            0.29
buf_1        45            0.11
o211ai_1     75            0.36
dfrtp_1     667              11
ha_1       2564              21
o21ai_0     735             2.4
clkbuf_1    322            0.78
fa_1       2595              34
xor2_1      241             1.4
[final timing paths]
| kind | to | slack [ns] | cells after the start |
|---|---|---|---|
| min in group asynchronous | pixel[1][4]$_DFFE_PP0P_ | 7.17 | 2 |
| min | cs[0]$_DFF_PP1_ | 0.44 | 1 |
| max reg2reg | conv[7][39]$_DFFE_PP0P_ | 26.48 | 32 |
| max in group asynchronous | pixel[7][9]$_DFFE_PP0P_ | 27.17 | 6 |
| max | conv[7][39]$_DFFE_PP0P_ | 26.48 | 32 |
| min reg2reg | cs[0]$_DFF_PP1_ | 0.44 | 1 |
[layout make-up]
cell class | instances | area, µm²
Sequential cell | 668 | 16700
Clock inverter | 44 | 526
Timing Repair Buffer | 347 | 2880
Antenna cell | 37 | 92.6
Inverter | 4155 | 15600
Tap cell | 6757 | 8450
Clock buffer | 111 | 2450
Multi-Input combinational cell | 11400 | 121000
Fill cell | 52500 | 345000
[worst reg2reg max path: cells and delay by family (launching register included)]
family | cells | cell delay, ns
xor+xnor | 1 | 0.13
flops | 1 | 0.70
buf+inv | 7 | 2.09
simple gates | 7 | 1.38
fa+ha+maj | 9 | 3.95
compound gates | 8 | 2.53
[per-stage QoR]
stage          utilization, %  cell area (µm²)  cells  setup WS (ns)
6_report                 32.7           168000  23500          26.48
3_5_place_dp             32.1           165000  23300          26.22
2_1_floorplan               -           155000  16600          11.18
3_3_place_gp             32.1           165000  23300          26.12
4_1_cts                  32.7           168000  23500          26.47
5_1_grt                  32.7           168000  23500          25.83
[placed cells by master (no fill, tap or decap), drive strengths merged, types with 69 or more instances in the layout]
| cell | synthesis | layout |
|---|---|---|
| inv | 4149 | 4160 |
| nor2b | 85 | 85 |
| nand3 | 133 | 133 |
| a31oi | 85 | 85 |
| clkdlybuf4s50 | 0 | 104 |
| dfrtp | 667 | 667 |
| xnor2 | 444 | 444 |
| buf | 57 | 243 |
| mux2i | 83 | 83 |
| o21bai | 75 | 75 |
| nor3 | 176 | 176 |
| a21oi | 770 | 770 |
| and3 | 111 | 111 |
| nand2 | 975 | 975 |
| clkbuf | 322 | 111 |
| ha | 2564 | 2564 |
| or3 | 80 | 80 |
| nand2b | 141 | 141 |
| o211ai | 77 | 77 |
| a211oi | 131 | 131 |
| o21ai | 759 | 759 |
| nor2 | 745 | 745 |
| a21o | 244 | 244 |
| a22o | 79 | 79 |
| fa | 2595 | 2595 |
| and2 | 69 | 69 |
| xor2 | 241 | 241 |
[registers in the layout (all words and copies together), names as in the netlist]
signal      flops
crd             1
cwr             1
conv          349
pixel         180
caddr_wr       12
conv_40bit     21
center         12
caddr_rd       12
cs             38
cnt_64          6
csel            3
cdata_wr       20
busy            1
iaddr          12
[metal layers]
layer / vias to the layer above / global-route usage (%) / share of wire [%]
li1: 53100 / - / -
met1: 56200 / 28.0 / 40
met2: 3537 / 32.0 / 44
met3: 645 / 10.2 / 12
met4: 28 / 7.20 / 4.3
met5: - / 0.0925 / 0.065
